==> ./design.v <==
module integrated_datapath(input clk,
                         input rst_n,
                         input logic [7:0] data_in,
                         input logic [7:0] instr,
                         output logic [7:0] data_out);
  logic [7:0] in_q;
  logic [7:0] stage_q;
  logic [7:0] d_out;
  logic [7:0] pc;
  logic [1:0] op;
  io_reg in_reg(.clk(clk),.rst_n(rst_n),.d(data_in),.q(in_q));
  control_decode ctrl_d(.clk(clk),.rst_n(rst_n),.instr(instr),.op(op));
  counter_unit count_pc(.clk(clk),.rst_n(rst_n),.en(1'b1),.count(pc));
  datapath_slice dp_s(.a(in_q),.b(pc),.op(op),.y(d_out));
  io_reg stage_reg(.clk(clk),.rst_n(rst_n),.d(d_out),.q(stage_q));
  io_reg out_reg(.clk(clk),.rst_n(rst_n),.d(stage_q),.q(data_out));
endmodule
module io_reg(input clk,
                 input rst_n,
                 input logic [7:0] d,
                 output logic [7:0] q);
  always_ff @(posedge clk or negedge rst_n) begin
    if(!rst_n)
      q<=8'b0;
    else
      q<=d;
  end
endmodule
module datapath_slice(input [7:0] a,
                      input [7:0] b,
                      input [1:0] op,
                      output logic [7:0] y);
  always_comb begin
    y=8'b0;
    case(op)
      2'b00: y=a+b;
      2'b01: y=a-b;
      2'b10: y=a&b;
      2'b11: y=a|b;
    endcase
  end
endmodule
module control_decode(input clk,
                      input rst_n,
                      input logic [7:0] instr,
                      output logic [1:0] op);
  always_ff @(posedge clk or negedge rst_n) begin
    if(!rst_n)
      op<=2'b0;
    else
      op<=instr[7:6];
  end
endmodule
module counter_unit(input clk,
                    input rst_n,
                    input en,
                    output logic [7:0] count);
  always_ff @(posedge clk or negedge rst_n) begin
    if(!rst_n)
      count<=8'b0;
    else if(en)
      count<=count+1;
  end
endmodule
==> ./run.sh <==
#!/bin/bash
# OpenROAD 26Q1-2900-gdf79404cd8, Yosys 0.63+post, stock flow scripts
make -C /OpenROAD-flow-scripts/flow DESIGN_CONFIG=/design/flow/config.mk WORK_HOME=/design/flow/orfs finish
==> ./config.mk <==
export PLATFORM = sky130hd
export DESIGN_NAME = integrated_datapath
export DESIGN_NICKNAME = integrated_datapath
export VERILOG_FILES = /design/flow/design.v
export SDC_FILE = /design/flow/constraint.sdc
export NUM_CORES = 4
export LEC_CHECK = 1
export CORE_UTILIZATION = 40
export SYNTH_HDL_FRONTEND = slang
==> ./constraint.sdc <==
current_design integrated_datapath

set clk_period 4.8
set clk_io_pct 0.2

create_clock -name clk0 -period $clk_period [get_ports {clk}]

set non_clock_inputs [all_inputs -no_clocks]
set_input_delay [expr $clk_period * $clk_io_pct] -clock clk0 $non_clock_inputs
set_output_delay [expr $clk_period * $clk_io_pct] -clock clk0 [all_outputs]
==> run notes <==
The run gives 5 as the number of buffers created by CTS. Counting pins that exceed their max-slew limit in the final report gives 0. After detailed routing, the wire length on met1 is 1.25 mm. The sequential share of the synthesized area was 0.488; the number of placement rows was 23.

The placed instances occupy a cell area of 1930 µm². Per the synthesis report, the dominant area consumer among library cells is dfrtp_1. The final report lists a non-filler cell total of 217. Remaining antenna violation count after routing: 0. The worst setup path is launched from a register. The family of cells with the greatest summed delay on the critical path was AND-OR/OR-AND gates. The total vias in the final route is 1066. The stage delay of the slowest cell on the critical path was 0.57 ns. The type of the most critical hold path is register to register.

During synthesis, Yosys emitted a total of 0 warnings. Per the layout area report, the combinational gate area comes to 783 µm². The run gives 34 for the number of flip-flops and latches in the synthesized netlist.

Per the detail_route report, DRC violations left total 0. The tool flagged a number of max-cap violations equal to 0. The count of warning messages emitted by the tools is 34. The run finished with clean final reports.

The tree is rooted in a clkbuf_8. The congestion estimate from routability-driven global placement came to 0.825. The data arrival time at the worst-slack endpoint was 3.05 ns; the worst-case reg-to-reg path depth was 9. After synthesis, the mean cell area works out to 11.6 µm². The share of the synthesized area in the top cell type is 0.488.

The logs give 37 for the number of different library cells in the post-synthesis netlist and 2010 µm² for the area of all placed cells without fillers. The pin closest to its max-slew limit shows a slew of 0.573 ns. The run gives 0.138 for the global router's overall resource usage. The tools report the area of all sequential standard cells as 851 µm². Endpoints with negative setup slack in the final report add up to 0.

Setup repair after global routing left no endpoint under its margin. STA classifies the critical path endpoint as a register. Along the worst hold path, the cell count comes to 0.

The endpoint of the worst hold path is reported as out_reg.q[6]. Among logic cells in the layout, the one with the most instances is dfrtp_1. For the initial antenna violation count, the log shows 0. The critical path in this run is classified as register to register.

The pre-antenna-repair detailed-routing pass consisted of 4 iterations. The run gives 0.618 as the relative slew slack. The yosys synthesis chip area is 1740 µm², and the number of clock sinks is 34. Per the power-grid run, VDD falls by no more than 113 µV. The final timing report lists a hold violation count of 0. With the final period utilization at 0.601, the total negative slack for setup checks is 0 ns.

The run gives 4090 µm² as the area of the core region. The total global routing overflow was 0. The run gives 1.85 mm for the detailed placement HPWL. In this run the top signal layer used is met4. After layout, the minimum clock period comes to 2.88 ns.

The buffer_ports step reported a buffer count of 19. Together, buffers and inverters on the worst path number 0. Proportion of layout cells with a drive suffix above 1: 0.0778. The maximum fanout along the worst path was 10. The first global-routing pass estimated 4.68 mm of wire. Per the CTS log, the maximum H-tree level is 2. TritonCTS built the clock tree. The effective utilization at floorplan was 0.427; the violation tally from detailed-route iteration zero was 56.

For the number of gates given a new drive strength after cts, the log shows 0. For this run, the top clock speed supported by timing is 347 MHz. For this design the top-level I/O count stands at 26.

The synthesized instance count is 150. Hold is met by 0.346 ns. Per the detail_route report, vias per standard cell equal 4.91. Measured along the y axis, the die boundary spans 68.0 µm. In this run the critical register-to-register path is launched from ctrl_d.op[0]. The layout overhead on the synthesized area was 15.3%. The run gives 0 for the number of flops mapped to enable cells by yosys.

The run gives 4630 µm² for the chip area. The cell with the biggest individual delay on the critical path was dfrtp_1. The total power density per cell area was 290 nW/µm².

The total met3 wirelength after detailed routing is 141 µm, and the overall routed net length is 2.51 mm. Per the repair_timing log after CTS, setup buffers inserted total 0. The dominant register cell is dfrtp_1. For this design, Yosys synthesis ends with a cell count of 150. The most common logic cells in the final layout are dfrtp_1, clkdlybuf4s50_1, xnor2_1. The clock latency at the later pin of the worst-skew pair is 0.28 ns. The tools report the startpoint of the worst hold path as stage_reg.q[6]. The worst register-to-register path ends at stage_reg.q[7]. The run gives 0 for the number of hold buffers added after CTS. The run gives 2 for the buffer depth of the longest clock path. Per the placement report, the placed cell count is 211. The tools report the routed length on met2 as 1.09 mm.

The async set-reset flop share out of synthesis was 1.00. The post-route core utilization was 0.492. Entering global routing, the biggest net connects 35 pins.

The tools report the area of the mapped netlist as 1740 µm². The die is 68.0 µm wide. After detailed routing, the average wire length per cell comes to 11.5 µm. For the required time of the critical path, the log shows 4.96 ns. The final layout report lists a filler cell count of 353. The synthesis report lists the most area-consuming cells as dfrtp_1, ha_1, xnor2_1.

In this run the static leakage power is 0.847 nW. The logs give 1053 for the via count of the first global-routing pass and 0 for the antenna diode instance count. Clock skew on the completed layout was measured at 0.00439 ns. Walking the worst path, the cells encountered are nor2b_4 > mux2i_1 > ha_1 > nor2b_1 > o2111ai_1 > nand3_1 > a21o_1 > and2_0 > o311a_1.

With the clock-pin slew on the worst setup and hold paths at 0.06 ns, the setup slack of the worst register-to-register path is 1.92 ns.
report_power, final:
| part | switching, W | total (W) | internal (W) |
|---|---|---|---|
| clock | 0.0000877 | 0.000198 | 0.000110 |
| combinational | 0.0000263 | 0.0000683 | 0.0000421 |
| sequential | 0.0000102 | 0.000317 | 0.000307 |
| total | 0.000124 | 0.000584 | 0.000459 |
how the worst max path moves through the flow:
stage                        start              to  cells after the start
after global routing  ctrl_d.op[1]  stage_reg.q[7]                      9
final                 ctrl_d.op[0]  stage_reg.q[7]                      9
after CTS             ctrl_d.op[0]  stage_reg.q[7]                      9
cells by family (layout without fill, tap and decap cells):
kind of cell / after synthesis / in the layout / synth area share
buffers and inverters: 18 / 35 / 0.0631
xor gates and xnor gates: 17 / 17 / 0.0854
muxes: 5 / 5 / 0.0294
and+or+nand+nor: 34 / 34 / 0.117
DFF: 34 / 34 / 0.488
adders and majority gates: 18 / 18 / 0.125
AOI/OAI and AO/OA: 24 / 24 / 0.0925
Yosys cell counts, types with 2 or more instances:
cell / instances
dfrtp_1: 34
xnor2_1: 14
ha_1: 11
inv_1: 9
nand2_1: 8
nor2_1: 8
o21ai_0: 7
a21oi_1: 6
maj3_1: 6
buf_6: 5
mux2i_1: 4
a21o_1: 3
a31oi_1: 3
nand3_1: 3
xor2_1: 3
clkbuf_1: 2
nor3_1: 2
nor3_4: 2
nor4b_1: 2
sequential cells by signal, summed over array words and instances (netlist names):
signal and flops:
ctrl_d.op 2, in_reg.q 8, count_pc.count 8, stage_reg.q 8
out_reg.q 8
per-stage QoR:
step	worst slack (ns)	power, W
floorplan	2.26	0.000357
detailed placement	1.93	0.000392
global route	1.66	0.000621
global placement	1.94	0.000391
finish	1.92	0.000584
CTS	1.91	0.000594
worst reg2reg max path: stages, from the launching register on:
cell,delay (ns)
dfrtp_1,0.57
nor2b_4,0.32
mux2i_1,0.37
ha_1,0.30
nor2b_1,0.14
o2111ai_1,0.24
nand3_1,0.16
a21o_1,0.21
and2_0,0.13
o311a_1,0.32
layout make-up:
cell class | instances | area share
sequential | 34 | 0.423
tap | 50 | 0.0311
clock buffer | 6 | 0.0411
timing repair buffer | 20 | 0.0983
multi-input combinational | 98 | 0.390
inverter | 9 | 0.0168
routing by layer:
layer / vias to the layer above / GRT usage
met1: 491 / 0.206
met2: 30 / 0.211
met3: 4 / 0.0372
li1: 541 / -
met4: 0 / 0.0208
met5: - / 0
No activity file was given, so power comes from the tool's default toggle rates.
