## design/flow/config.mk

```make
export PLATFORM = sky130hd
export DESIGN_NAME = reg_bank
export DESIGN_NICKNAME = reg_bank
export VERILOG_FILES = /design/flow/design.v
export SDC_FILE = /design/flow/constraint.sdc
export NUM_CORES = 4
export LEC_CHECK = 1
export CORE_UTILIZATION = 30
export SYNTH_HDL_FRONTEND = slang
```

## design/flow/constraint.sdc

```tcl
current_design reg_bank

set clk_period 1.5
set clk_io_pct 0.2

create_clock -name clk0 -period $clk_period [get_ports {clk}]

set non_clock_inputs [all_inputs -no_clocks]
set_input_delay [expr $clk_period * $clk_io_pct] -clock clk0 $non_clock_inputs
set_output_delay [expr $clk_period * $clk_io_pct] -clock clk0 [all_outputs]
```

## design/flow/design.v

```verilog
module reg_bank #(parameter WIDTH=8,
                  parameter DEPTH=4) (input logic clk,
                                      input logic rst_n,
                                      input logic [DEPTH-1:0] we,
                                      input logic [WIDTH-1:0] d,
                                      output logic [WIDTH-1:0] q[DEPTH]);
  genvar i;
  generate
    for(i=0;i<DEPTH;i++) begin: REG_GEN
      always_ff @(posedge clk or negedge rst_n) begin
        if(!rst_n)
          q[i]<='0;
        else if(we[i])
          q[i]<=d;
      end
    end
  endgenerate
endmodule
```

## design/flow/run.sh

```bash
#!/bin/bash
# OpenROAD 26Q1-2900-gdf79404cd8, Yosys 0.63+post, stock flow scripts
make -C /OpenROAD-flow-scripts/flow DESIGN_CONFIG=/design/flow/config.mk WORK_HOME=/design/flow/orfs finish
```

==> flow_metrics.tcl <==
# yosys + openroad results
set metrics [dict create \
    run_status "finished clean" \
    warning_count 25 \
    critical_path_peak_fanout 2 \
    die-width_um 68.5 \
    max-slew-margin-rel 0.871 \
    cp_startpoint "q[1]$_DFFE_PN0P_" \
    cts_inserted_buffers 5 \
    worst_path_max_delay_cell "sky130_fd_sc_hd__clkdlybuf4s50_1" \
    post_cts_setup_repair_bufs 0 \
    chip_height_um 68.5 \
    global_route.usage.total 0.129 \
    detail-route-antenna-nets 0 \
    timing.final.max_slew_violations 0 \
    largest_register "q" \
    final_layout_size_suffix_gt1_frac 0.369 \
    yosysTopAreaCellShare 0.604 \
    drt_drc_violations_left 0 \
    leakage_uw 0.000914 \
    total_core_area_um2 4120 \
    max_slew.worst_pin.slew_ns 0.193 \
    critical-path-top-delay-family "buffers and inverters" \
    avgViaCountPerCell 4.42 \
    first_pass_grt_wire_length_um 4260 \
    yosysUniqueCellTypes 3 \
    grt_overflow 0 \
    syn2layout_area_growth_pct 51.2 \
    min_period_over_period 0.953 \
    timing.critical_path.arrival_ns 1.13 \
    cp.buffers_inverters 1 \
    mappedNetlistArea_um2 1330 \
    ios 46 \
    dr_total_vias 760 \
    postCtsHoldBufs 0 \
    netlist_instances 68 \
    ys_top_cells_by_area "sky130_fd_sc_hd__dfrtp_1, sky130_fd_sc_hd__mux2_4, sky130_fd_sc_hd__buf_6" \
    largestRegisters "q: 32 flops" \
    n_fill_cell 350 \
    buffer_ports.inserted 45 \
    max_freq_mhz 699 \
    postSynthAreaPerCell_um2 19.5 \
    timing.critical_path.slowest_cell_delay_ns 0.49 \
    antenna_violations_before_repair 0 \
    synth_flop_count 32 \
    tritoncts_clock_tree "yes" \
    period_needed_ns 1.43 \
    cp_cell_sequence "clkdlybuf4s50_1" \
    floorplanUtilization 0.322 \
    synth-cells-yosys 68 \
    overall_power_uw 2220 \
    row_count 23 \
    postCtsResizedCells 0 \
    top_area_cell "sky130_fd_sc_hd__dfrtp_1" \
    drt-pass1-iter-count 2 \
    multiInputGateArea_um2 480 \
    hp-class "input pin to async pin" \
    clockBufferDepth 2 \
    cts_root_buf "sky130_fd_sc_hd__clkbuf_8" \
    finalWorstSetupSlack_ns 0.0701 \
    antennaDiodeCount 0 \
    ys_seq_share 0.604 \
    place_ws_ns 0.0965 \
    grt_max_degree 33 \
    skew_ns 0 \
    vdd_drop_max_mv 0.504 \
    critPathLaunchType "flop" \
    clock_sink_count 32 \
    first_iter_violations 22 \
    max_cap_viol_count 0 \
    timing.final.setup_violations 0 \
    first_global_vias 815 \
    routabilityCongestion 0.695 \
    largest_register_ff_count 32 \
    sequential_area_um2 801 \
    required_ns 1.20 \
    fp.dieArea_um2 4690 \
    detailedPlacementHpwl_um 1770 \
    critical_path.endpoint_type "primary output" \
    detailed_route_wire_length_per_cell_um 15.3 \
    worstReg2RegStart "q[6]$_DFFE_PN0P_" \
    clk_pin_slew_worst_paths_ns 0.06 \
    ys.warnings.count 0 \
    rsz0062_at_grt "no" \
    setup_tns_ns 0 \
    power-per-cell-area_nw_per_um2 1110 \
    finalHoldViolCount 0 \
    yosys.stat.chipArea_um2 1330 \
    setup.worst_path.class "flop to primary output" \
    wirelength_um 2630 \
    clock_insertion_delay_worst_skew_ns 0.28 \
    h_tree_levels 2 \
]
-- cell usage after synthesis, drive strengths merged --
| library cell | n |
|---|---|
| dfrtp | 32 |
| mux2 | 32 |
| buf | 4 |
-- area by class of cell --
class | instances | area share
flip-flops and latches | 32 | 0.399
repair buffers | 50 | 0.274
multi-input cells | 32 | 0.240
clock buffers | 5 | 0.0343
well taps | 50 | 0.0312
clock inverters | 3 | 0.0212
-- final timing paths --
path | to | slack [ns] | depth (start not counted)
setup / recovery | q[1] | 0.07 | 1
hold / removal | q[8]$_DFFE_PN0P_ | 0.38 | 2
setup reg to reg | q[6]$_DFFE_PN0P_ | 0.72 | 1
hold reg to reg | q[14]$_DFFE_PN0P_ | 0.51 | 1
max in group asynchronous | q[16]$_DFFE_PN0P_ | 0.95 | 2
min in group clk0 | q[14]$_DFFE_PN0P_ | 0.51 | 1
-- metrics by stage --
| stage | std cells | instance area [um^2] | utilization | hold slack, ns |
|---|---|---|---|---|
| floorplan | 68 | 1330 | - | 0.00441 |
| global placement | 164 | 1890 | 0.460 | 0.496 |
| detailed placement | 164 | 1890 | 0.460 | 0.493 |
| CTS | 172 | 2010 | 0.487 | 0.384 |
| global route | 172 | 2010 | 0.487 | 0.388 |
| finish | 172 | 2010 | 0.487 | 0.383 |
-- logic make-up (layout without fill, tap and decap cells) --
family                 count (synthesis)  count (layout)  synth area share
flip-flops                            32              32             0.604
buffers and inverters                  4              58            0.0340
multiplexers                          32              32             0.362
-- metal layers --
metal  vias up  share of wire  GRT usage
met5         -              0          0
met4         0          0.020     0.0208
met3         6          0.077     0.0350
met2        33           0.39      0.179
met1       379           0.51      0.209
li1        342              -          -
-- placed cells by master (no fill, tap or decap) --
cell	count
sky130_fd_sc_hd__buf_12	5
sky130_fd_sc_hd__bufinv_16	1
sky130_fd_sc_hd__clkbuf_8	5
sky130_fd_sc_hd__clkdlybuf4s50_1	45
sky130_fd_sc_hd__clkinv_2	1
sky130_fd_sc_hd__clkinvlp_4	1
sky130_fd_sc_hd__dfrtp_1	32
sky130_fd_sc_hd__mux2_4	32
-- where the power goes --
group / leakage (uW) / internal, uW / switching, uW
clock network: 0.0000541 / 491 / 322
registers: 0.000374 / 950 / 53.5
logic: 0.000485 / 318 / 88.9
total: 0.000914 / 1760 / 465
Power is estimated from default activity; no workload was simulated.
