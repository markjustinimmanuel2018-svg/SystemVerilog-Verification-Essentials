--- config.mk ---
export PLATFORM = sky130hd
export DESIGN_NAME = param_alu
export DESIGN_NICKNAME = param_alu
export VERILOG_FILES = /design/flow/design.v
export SDC_FILE = /design/flow/constraint.sdc
export NUM_CORES = 4
export LEC_CHECK = 1
export CORE_AREA = 10 10 70 70
export DIE_AREA = 0 0 80 80
export SYNTH_HDL_FRONTEND = slang
--- constraint.sdc ---
current_design param_alu

set clk_period 6.3
set clk_io_pct 0.2

create_clock -name clk0 -period $clk_period

set non_clock_inputs [all_inputs -no_clocks]
set_input_delay [expr $clk_period * $clk_io_pct] -clock clk0 $non_clock_inputs
set_output_delay [expr $clk_period * $clk_io_pct] -clock clk0 [all_outputs]
--- design.v ---
module param_alu #(parameter WIDTH=8) (input logic [WIDTH-1:0] a,
                                 input logic [WIDTH-1:0] b,
                                 input logic [1:0] sel,
                                 output logic [WIDTH-1:0] y);
  always_comb begin
    y='0;
    case(sel)
      2'b00: y=a+b;   
      2'b01: y=a-b;   
      2'b10: y=a&b;   
      2'b11: y=a|b;   
      default: y='0;
    endcase
  end
endmodule
--- run.sh ---
#!/bin/bash
# OpenROAD 26Q1-2900-gdf79404cd8, Yosys 0.63+post, stock flow scripts
make -C /OpenROAD-flow-scripts/flow DESIGN_CONFIG=/design/flow/config.mk WORK_HOME=/design/flow/orfs finish
==> results.py <==
# Synthesis and PnR figures
metrics = {
    "run_status": {
        "status": "completed",
    },
    "final_layout": {
        "drive_above_1_share_pct": 5.691,
        "n_clock_buffer": 0,
        "regArea_um2": 0,
        "flops": 0,
        "instances_no_fill": 169,
        "finalCoreUtilization_pct": 30.15,
        "area_growth_pct": 38.79,
    },
    "global_route": {
        "antenna_found_initial": 0,
        "grt_pass1_vias": 698,
        "track_usage_pct": 5.780,
        "grt-ovfl-total": 0,
        "grt_pass1_wl_um": 3187,
        "grt_max_degree": 18,
    },
    "floorplanning": {
        "initial_core_util_pct": 21.72,
        "fp.dieH_um": 80,
        "die-area_um2": 6400,
        "ios": 26,
        "rows": 21,
        "die_w_um": 80,
        "core_um2": 3416,
    },
    "setup_path": {
        "critPathRequiredTime_ns": 5.04,
        "cpPeakStageDelay_ns": 0.70,
        "critical_path_buf_inv_count": 2,
        "slowest_stage": "clkdlybuf4s50_1",
        "crit_path_start_kind": "input port",
        "worstSetupPathType": "input port to output pin",
        "worstPathArrival_ns": 4.47,
        "cpMostUsedCell": "clkdlybuf4s50_1",
        "cp-end-kind": "output pin",
        "cp_max_fo": 9,
        "cp_cell_sequence": "clkdlybuf4s50_1, nor2b_4, mux2i_1, ha_1, nor2b_1, o2111ai_1, nand3_1, a2111oi_2, nor3b_1, o311a_1, clkdlybuf4s50_1",
        "critical-path-top-delay-family": "buffers and inverters",
    },
    "power": {
        "clockPowerShare_pct": 0,
        "total_power_mw": 0.1040,
        "swShare_pct": 42.58,
        "seqPwrFrac_pct": 0,
        "power.share.combinational_pct": 100.0,
        "power_density_nw_per_um2": 101.0,
        "ir_worst_vdd_mv": 0.03104,
        "p_sw_mw": 0.04430,
        "p_int_mw": 0.05975,
        "p_leak_nw": 0.4116,
    },
    "final_timing": {
        "layout_setup_ws_ns": 0.5746,
        "timing.fmax_ghz": 0.1747,
        "hold_viol": 0,
        "worst_pin_slew_ns": 0.4465,
        "slew_viol_final": 0,
        "finalSetupTns_ns": 0,
        "period_minus_slack_ns": 5.725,
        "setup_violations": 0,
        "rsz0062_at_grt": "no",
        "period_used_pct": 90.88,
        "relSlewSlack_pct": 70.01,
    },
    "drt": {
        "num_vias": 720,
        "antennaDiodeCount": 0,
        "drt-wirelength-per-cell_um": 11.07,
        "drc": 0,
        "wl_um": 1871,
        "antenna_left": 0,
        "drtPass1Iterations": 3,
        "drtIter0Drc": 16,
        "viasPerCell": 4.260,
    },
    "synthesis": {
        "yosys_warnings": 0,
        "ys_seq_share_pct": 0,
        "synthDistinctLibCells": 33,
        "netlist_top_cells_area": "ha_1 (17%), xnor2_1 (12%), maj3_1 (8.1%), o21ai_0 (4.7%), inv_1 (4.6%)",
        "top_area_share_pct": 16.86,
        "syn_inst": 100,
        "synth.avg_cell_area_um2": 7.420,
        "ys_area_um2": 742.0,
        "yosysTopAreaCell": "ha_1",
        "netlist_area_um2": 742.0,
        "yosys_cells": 100,
    },
    "flow_run": {
        "tool_warnings": 34,
        "drv_cap": 0,
    },
    "cts": {
        "hold_buffers": 0,
        "cts_setup_buffers": 0,
        "cts.repair.resized": 0,
    },
    "placed_design": {
        "io_buffers": 26,
        "dp_hpwl_um": 1640,
        "pre_cts_ws_ns": 0.5324,
        "placed_cells": 169,
        "gp_congestion": 0.8986,
    },
    "hold_path": {
        "hold_class": "input port to output pin",
    },
}
[path summary, 6_finish.rpt]
path | from | to | slack, ns | cells after the start
worst max-delay path | sel[0] | y[7] | 0.57 | 11
worst min-delay path | a[0] | y[0] | 3.73 | 5
[synthesized netlist by cell type (2+ instances only)]
cell / number
a21oi_1: 6
xnor2_1: 10
o21ai_0: 7
a31oi_1: 2
maj3_1: 6
nor2_1: 8
nor3_1: 4
a21o_1: 2
inv_1: 9
ha_1: 10
nand2_1: 9
mux2i_1: 3
buf_6: 3
xor2_1: 2
[power by group through the flow]
stage                 registers [mW]  logic, mW  clock network [mW]
final                              0      0.104                   0
after global routing               0      0.119                   0
after CTS                          0      0.106                   0
[logic make-up after synthesis]
group | after synthesis | synth area share (%)
mux | 4 | 5.565
fa+ha+maj | 17 | 27.66
buf+inv | 13 | 9.611
compound gates | 23 | 21.42
xor+xnor | 12 | 14.17
simple gates | 31 | 21.59
[cells in the final DEF, fill, tap and decap left out, drive strengths merged, types with 3 or more instances in the layout]
| master | count |
|---|---|
| xnor2 | 10 |
| mux2i | 3 |
| clkdlybuf4s50 | 26 |
| a21oi | 6 |
| ha | 10 |
| o21ai | 7 |
| nor2 | 8 |
| inv | 9 |
| nand2 | 9 |
| maj3 | 6 |
| nor3 | 4 |
[metrics by stage]
| step | area, um2 | hold WS (ns) |
|---|---|---|
| after floorplan | 742.0 | 2.682 |
| after global placement | 1030 | 3.738 |
| after detailed placement | 1030 | 3.736 |
| after CTS | 1030 | 3.745 |
| after global routing | 1030 | 3.815 |
| final | 1030 | 3.727 |
[layout make-up]
| type | count | area [um2] |
|---|---|---|
| Fill cell | 387 | 2386 |
| Inverter | 9 | 33.78 |
| Multi-Input combinational cell | 87 | 670.6 |
| Tap cell | 46 | 57.56 |
| Timing Repair Buffer | 27 | 267.8 |
[routing by layer]
layer,up-vias,GRT usage (%),part of all wire (%)
li1,402,-,-
met1,301,8.604,55
met2,17,9.149,42
met3,0,0.5682,3.5
met4,0,0.1761,0
met5,-,0,0
Power is estimated from default activity; no workload was simulated.
